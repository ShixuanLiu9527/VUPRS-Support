**flow/config.mk**
```make
export PLATFORM = sky130hd
export DESIGN_NAME = crc_smbus
export DESIGN_NICKNAME = crc_smbus
export VERILOG_FILES = /design/flow/design.v
export SDC_FILE = /design/flow/constraint.sdc
export NUM_CORES = 4
export LEC_CHECK = 1
export CORE_AREA = 10 10 92 92
export DIE_AREA = 0 0 102 102
```
**flow/constraint.sdc**
```tcl
current_design crc_smbus

set clk_period 1.8
set clk_io_pct 0.2

create_clock -name clk0 -period $clk_period [get_ports {clk}]

set non_clock_inputs [all_inputs -no_clocks]
set_input_delay [expr $clk_period * $clk_io_pct] -clock clk0 $non_clock_inputs
set_output_delay [expr $clk_period * $clk_io_pct] -clock clk0 [all_outputs]
```
**flow/design.v**
```verilog
module crc_smbus
(
  input [7:0] data_in,
  input crc_en,
  input rst_n,
  input clk,
  output [7:0] crc_out
);
  reg [7:0] lfsr_q, lfsr_c;
  assign crc_out = lfsr_q;
  always @(*) begin
    lfsr_c[0] = lfsr_q[0] ^ lfsr_q[1] ^ lfsr_q[2] ^ lfsr_q[3] ^ lfsr_q[7] ^ data_in[0] ^ data_in[1] ^ data_in[2] ^ data_in[3] ^ data_in[7];
    lfsr_c[1] = lfsr_q[0] ^ lfsr_q[4] ^ lfsr_q[7] ^ data_in[0] ^ data_in[4] ^ data_in[7];
    lfsr_c[2] = lfsr_q[1] ^ lfsr_q[5] ^ data_in[1] ^ data_in[5];
    lfsr_c[3] = lfsr_q[0] ^ lfsr_q[1] ^ lfsr_q[3] ^ lfsr_q[6] ^ lfsr_q[7] ^ data_in[0] ^ data_in[1] ^ data_in[3] ^ data_in[6] ^ data_in[7];
    lfsr_c[4] = lfsr_q[0] ^ lfsr_q[3] ^ lfsr_q[4] ^ data_in[0] ^ data_in[3] ^ data_in[4];
    lfsr_c[5] = lfsr_q[1] ^ lfsr_q[4] ^ lfsr_q[5] ^ data_in[1] ^ data_in[4] ^ data_in[5];
    lfsr_c[6] = lfsr_q[2] ^ lfsr_q[5] ^ lfsr_q[6] ^ data_in[2] ^ data_in[5] ^ data_in[6];
    lfsr_c[7] = lfsr_q[0] ^ lfsr_q[1] ^ lfsr_q[2] ^ lfsr_q[6] ^ data_in[0] ^ data_in[1] ^ data_in[2] ^ data_in[6];
  end
  always @(posedge clk or negedge rst_n) begin
    if(!rst_n) begin
      lfsr_q <= {8{1'b1}};
    end
    else begin
      lfsr_q <= crc_en ? lfsr_c : lfsr_q;
    end
  end
endmodule  
```
**flow/run.sh**
```bash
#!/bin/bash
# OpenROAD 26Q1-2900-gdf79404cd8, Yosys 0.63+post, stock flow scripts
make -C /OpenROAD-flow-scripts/flow DESIGN_CONFIG=/design/flow/config.mk WORK_HOME=/design/flow/orfs finish
```
==> impl_metrics.json <==
{
  "grt_max_degree": 14,
  "met2_usage": 0.0395,
  "max_flop_register": "lfsr_q",
  "reg_top3": "lfsr_q x8",
  "clk_path_buf_depth": 2,
  "relSlewSlack": 0.694,
  "first_pass_iters": 2,
  "clkTransAtPathRegs_ns": 0.04,
  "synth_dominant_cell_count": "xnor2_1",
  "openroad.warnings": 25,
  "num_antenna_cells": 0,
  "cp_cell_sequence": "clkdlybuf4s50_1 > xnor2_2 > xnor2_2 > xnor3_1 > a21oi_1",
  "hold_buffers": 0,
  "cts-root-buf": "clkbuf_8",
  "largest_reg_flops": 8,
  "grt_pass1_wl_um": 2420,
  "die_area_um2": 10400,
  "yosysUniqueCellTypes": 11,
  "power_density_nw_per_um2": 2110,
  "synth_cells": 45,
  "gp_congestion": 0.737,
  "fp.dieH_um": 102,
  "synth.top_cells.by_count": "xnor2_1 (12), dfstp_2 (8), a21oi_1 (5), nor2_1 (5), xnor2_2 (4)",
  "grt_remaining_overflow": 0,
  "syn2layout_area_growth_pct": 59.8,
  "synthFlopType": "dfstp_2",
  "ys_seq_elements": 8,
  "antenna_found_initial": 0,
  "critPathKind": "input pin to register",
  "cts_max_level": 1,
  "insertion_delay_ns": 0.23,
  "largest_area_cell": "dfstp_2",
  "numCtsBuffers": 3,
  "die_w_um": 102,
  "use_met1": 0.0409,
  "worstPathRequired_ns": 1.95,
  "io_pins": 19,
  "wl_um": 1480,
  "cts.repair.resized": 0,
  "worstMarginPinSlew_ns": 0.456,
  "critPathMostFrequentCell": "xnor2_2",
  "critPathArrivalTime_ns": 1.84,
  "avgViaCountPerCell": 2.50,
  "clock-skew-final_ns": 0.00395,
  "grt_pass1_vias": 465,
  "slew_viol_final": 0,
  "routedWlPerCell_um": 10.2,
  "fmaxAchievable_mhz": 594,
  "critical_path.top_delay_family": "XOR/XNOR gates",
  "run_status": "finished, final reports clean",
  "ys_cells": 45,
  "crit_path_end_kind": "register",
  "period_used_share": 0.936,
  "yosysWarnings": 1,
  "top_usage_layer": "met1",
  "topCellsByArea": "dfstp_2 (37%), xnor2_1 (18%), xnor3_1 (12%)",
  "drc": 0,
  "netlist_area_um2": 576,
  "drv_cap": 0,
  "critPathLaunchType": "input pin",
  "synthArstFlopShare": 1.00,
  "ir_drop_mv": 0.512,
  "tns_ns": 0,
  "fin_util": 0.142,
  "crit_fanout": 3,
  "use_met3": 0.0245,
  "num_vias": 365,
  "drive_gt1_frac": 0.290,
  "cts_tree": "done",
  "worst-path-buf-inv": 1,
  "first_iter_violations": 39,
  "ys_chip_area_um2": 576,
  "cp_slowest_cell": "clkdlybuf4s50_1",
  "finalHoldViolations": 0,
  "synth.top_cell.area_share": 0.365,
  "setup_viol": 0,
  "edf_count": 0,
  "worst_hold_path_type": "register to register",
  "grt_usage": 0.0310,
  "slowest_delay_ns": 0.45,
  "core_um2": 6460,
  "cts.sinks": 8,
  "syn_area_per_cell_um2": 12.8,
  "fp_util": 0.0891,
  "post_cts_buffers": 0,
  "rows": 29,
  "ant_nets": 0,
  "io_buffers": 18,
  "p_leak_nw": 0.363,
  "rsz0062_at_grt": "no",
  "layout_min_cycle_time_ns": 1.68,
  "seq_area_frac_synth": 0.365
}
[through the flow]
stage	hold WS [ns]	instances	total power [mW]	setup slack (ns)	area [µm²]
4_1_cts	0.503	146	1.98	0.0882	920
6_report	0.502	146	1.94	0.116	920
2_1_floorplan	0.212	45	1.33	0.300	576
5_1_grt	0.517	146	2.12	0.00418	920
3_5_place_dp	0.500	143	1.75	-0.133	878
3_3_place_gp	0.491	143	1.76	-0.121	878
[worst reg2reg max path, delay by kind of cell (launching register included)]
family	cells	cell delay, ns
AND-OR/OR-AND	1	0.16
XOR/XNOR	3	0.81
flip-flops	1	0.54
[final timing paths]
| path | from | endpoint | slack (ns) | depth (start not counted) |
|---|---|---|---|---|
| setup / recovery | data_in[0] | lfsr_q[0]$_DFFE_PN1P_ | 0.12 | 5 |
| hold / removal | lfsr_q[6]$_DFFE_PN1P_ | lfsr_q[6]$_DFFE_PN1P_ | 0.50 | 1 |
| setup reg to reg | lfsr_q[7]$_DFFE_PN1P_ | lfsr_q[0]$_DFFE_PN1P_ | 0.21 | 4 |
| hold reg to reg | lfsr_q[6]$_DFFE_PN1P_ | lfsr_q[6]$_DFFE_PN1P_ | 0.50 | 1 |
| max in group asynchronous | rst_n | lfsr_q[3]$_DFFE_PN1P_ | 1.05 | 1 |
| min in group asynchronous | rst_n | lfsr_q[0]$_DFFE_PN1P_ | 0.72 | 1 |
[per-layer routing]
metal  part of all wire  vias to the layer above
li1                   -                      196
met1               0.48                      151
met2               0.35                       16
met3               0.16                        2
met4             0.0067                        0
met5                  0                        -
[cell type report]
class / instances / area [µm²]
well taps: 77 / 96.3
clock buffers: 3 / 41.3
repair buffers: 22 / 210
multi-input cells: 36 / 362
flip-flops and latches: 8 / 210
fillers: 720 / 5540
[cell usage in the layout, fill, tap and decap left out, drive strengths merged, types with 3 or more instances in the layout]
cell / synthesis / final
nor2: 5 / 5
xnor3: 3 / 3
clkbuf: 1 / 3
clkdlybuf4s50: 0 / 18
a21oi: 5 / 5
dfstp: 8 / 8
nand2: 3 / 3
buf: 0 / 4
xnor2: 16 / 16
[kinds of logic (layout without fill, tap and decap cells)]
family	Yosys count	count (layout)	synth area share
AND-OR/OR-AND	5	5	0.0435
XOR/XNOR	23	23	0.533
buffers and inverters	1	25	0.00652
flip-flops	8	8	0.365
AND/OR/NAND/NOR	8	8	0.0522
[where the power goes]
part	total, mW	switching (mW)	internal (mW)
sequential	0.464	0.107	0.357
combinational	1.27	0.397	0.869
clock	0.212	0.0676	0.145
total	1.94	0.572	1.37
Power figures rest on the tool's default switching activity, not on a simulated workload.
